`flow/config.mk`:
```
export PLATFORM = sky130hd
export DESIGN_NAME = Memory
export DESIGN_NICKNAME = Memory
export VERILOG_FILES = /design/flow/design.v
export SDC_FILE = /design/flow/constraint.sdc
export NUM_CORES = 4
export LEC_CHECK = 1
export CORE_UTILIZATION = 30
```
`flow/constraint.sdc`:
```
current_design Memory

set clk_period 27.1
set clk_io_pct 0.2

create_clock -name clk0 -period $clk_period [get_ports {clock}]

set non_clock_inputs [all_inputs -no_clocks]
set_input_delay [expr $clk_period * $clk_io_pct] -clock clk0 $non_clock_inputs
set_output_delay [expr $clk_period * $clk_io_pct] -clock clk0 [all_outputs]
```
`flow/design.v`:
```
`default_nettype none
module Decoder
  #(parameter WIDTH = 8)
  (input logic [$clog2(WIDTH) - 1:0] I,
  input logic en,
  output logic [WIDTH-1:0] D);
  assign D = (en) ? (2**I) : '0;
endmodule: Decoder
module BarrelShifter
  (input logic [15:0] V,
  input logic [3:0] by,
  output logic [15:0] S);
  assign S = V << by;
endmodule: BarrelShifter
module Multiplexer
  #(parameter WIDTH = 8)
  (input logic [WIDTH-1:0] I,
  input logic [$clog2(WIDTH) - 1:0] S,
  output logic Y);
  assign Y = I[S];
endmodule: Multiplexer
module Mux2to1
  #(parameter WIDTH = 7)
  (input logic [WIDTH-1:0] I0,
  input logic [WIDTH-1:0] I1,
  input logic S,
  output logic [WIDTH-1:0] Y);
  assign Y = (S === 1'b1) ? I1 : I0; 
endmodule: Mux2to1
module MagComp
  #(parameter WIDTH = 8)
  (input logic [WIDTH-1:0] A,
  input logic [WIDTH-1:0] B,
  output logic AltB,
  output logic AeqB,
  output logic AgtB);
  assign AltB = (A < B);
  assign AeqB = (A === B);
  assign AgtB = (A > B);
endmodule: MagComp
module Comparator
  #(parameter WIDTH = 4)
  (input logic [WIDTH-1:0] A,
  input logic [WIDTH-1:0] B,
  output logic AeqB);
  assign AeqB = (A === B);
endmodule: Comparator
module Adder
  #(parameter WIDTH = 8)
  (input logic cin,
  input logic [WIDTH-1:0] A, B,
  output logic cout,
  output logic [WIDTH-1:0] sum);
  assign {cout, sum} = A + B + cin;
endmodule: Adder
module Subtracter
  #(parameter WIDTH = 8)
  (input logic bin,
  input logic [WIDTH-1:0] A, B,
  output logic bout,
  output logic [WIDTH-1:0] diff);
  assign {bout, diff} = A - B - bin;
endmodule: Subtracter
module DFlipFlop
  (input logic preset_L, D, clock, reset_L,
  output logic Q);
  always_ff @(posedge clock, negedge reset_L, negedge preset_L)
    if (~reset_L)
      Q <= 0;
    else if (~preset_L)
      Q <= 1;
    else
      Q <= D;
endmodule: DFlipFlop
module Register
  #(parameter WIDTH = 8)
  (input logic en, clear, clock,
  input logic [WIDTH - 1:0] D,
  output logic [WIDTH - 1:0] Q);
  always_ff @(posedge clock)
    if (en)
      Q <= D;
    else if (clear)
      Q <= '0;
endmodule: Register
module Counter
  #(parameter WIDTH = 8)
  (input logic en, clear, load, up, clock,
  input logic [WIDTH-1:0] D,
  output logic [WIDTH-1:0] Q);
   always_ff @(posedge clock)
    if (clear)
      Q <= '0;
    else if (load)
      Q <= D;
    else if (up && en)
      Q <= Q + 1'd1;
    else if (~up && en)
      Q <= Q - 1'd1;
endmodule: Counter
module Synchronizer
  (input logic async, clock,
  output logic sync);
    logic buffer;
    always_ff @(posedge clock) begin
      buffer <= async;
      sync <= buffer;
    end
endmodule: Synchronizer
module ShiftRegisterSIPO
  #(parameter WIDTH = 8)
  (input logic en, left, serial, clock,
  output logic [WIDTH-1:0] Q);
  always_ff @(posedge clock)
    if (left && en)
      Q <= {Q[WIDTH-2:0], serial};
    else if (~left && en)
      Q <= {serial, Q[WIDTH-1:1]};
endmodule: ShiftRegisterSIPO
module ShiftRegisterPIPO
  #(parameter WIDTH = 8)
  (input logic en, left, load, clock,
  input logic [WIDTH-1:0] D,
  output logic [WIDTH-1:0] Q);
  always_ff @(posedge clock)
    if (load)
      Q <= D;
    else if (left && en && ~load)
      Q <= Q << 1;
    else if (~left && en && ~load)
      Q <= Q >> 1;
endmodule: ShiftRegisterPIPO
module BarrelShiftRegister
  #(parameter WIDTH = 8)
  (input logic en, load, clock,
  input logic [1:0] by,
  input logic [WIDTH-1:0] D,
  output logic [WIDTH-1:0] Q);
  always_ff @(posedge clock)
    if (load)
      Q <= D;
    else if (en)
      Q <= Q << by;
endmodule: BarrelShiftRegister
module BusDriver
  #(parameter WIDTH = 8)
  (input logic en, 
  input logic [WIDTH-1:0] data,
  output logic [WIDTH-1:0] buff,
  inout tri [WIDTH-1:0] bus);
  assign bus = (en) ? data : 'bz;
  assign buff = bus; 
endmodule: BusDriver
module Memory
  #(parameter DW = 16,
              W  = 256,
              AW = $clog2(W))
  (input logic re, we, clock,
  input logic [AW-1:0] addr,
  inout tri [DW-1:0] data);
  logic [DW-1:0] M[W];
  logic [DW-1:0] rData;
  assign data = (re) ? rData: 'bz;
  always_ff @(posedge clock)
    if (we)
      M[addr] <= data;
  always_comb
    rData = M[addr];
endmodule: Memory
```
`flow/run.sh`:
```
#!/bin/bash
# OpenROAD 26Q1-2900-gdf79404cd8, Yosys 0.63+post, stock flow scripts
make -C /OpenROAD-flow-scripts/flow DESIGN_CONFIG=/design/flow/config.mk WORK_HOME=/design/flow/orfs finish
```
==> impl_metrics.env <==
# source this file to load flow results
export IMPL_outcome="did not finish"
export IMPL_stop_stage="clock tree synthesis (4_1_cts)"
export IMPL_tool_error="[error] [KeplerFormal.cpp:679] Workflow failed: Iso has multiple drivers: .data0, place820.X0"
export IMPL_numCtsBuffers=400
export IMPL_cts_resized=0
export IMPL_core_util_floorplan_pct=30.2
export IMPL_chipWidth_um=721
export IMPL_mappedNetlistArea_mm2=0.155
export IMPL_die_h_um=721
export IMPL_clockBufferDepth=4
export IMPL_synth_avg_cell_area_um2=23.1
export IMPL_rows=263
export IMPL_ys_cells=6711
export IMPL_netlist_instances=6711
export IMPL_io_buffer_count=9
export IMPL_root_buffer="clkbuf_16"
export IMPL_dp_cells=13700
export IMPL_synth_seq_share_pct=79.3
export IMPL_netlist_cell_type_count=21
export IMPL_io_pins=27
export IMPL_synth_warnings=3
export IMPL_place_gp_congestion=0.846
export IMPL_ys_flops=4096
export IMPL_dp_hpwl_um=227000
export IMPL_ctsHoldBuffers=0
export IMPL_clock_sinks=4096
export IMPL_pre_cts_slack_ps=10090
export IMPL_synth_chip_area_mm2=0.155
export IMPL_post_cts_buffers=0
export IMPL_cts_htree_levels=5
[kinds of logic after synthesis]
kind of cell           Yosys count  share of synthesized area, %
flip-flops                    4096                          79.3
multiplexers                  1024                          14.9
AND-OR/OR-AND                  832                          3.67
buffers and inverters          421                          1.24
AND/OR/NAND/NOR                338                         0.909
[stage by stage]
step	util, %	hold WS (ps)	cell area (um2)	power [mW]
after floorplan	-	4640	155000	7.37
after global placement	32.4	1330	166000	8.14
after detailed placement	32.4	1350	166000	8.07
[cell usage after synthesis]
| master | count | area share, % |
|---|---|---|
| a22oi_1 | 512 | 2.5 |
| nand2_1 | 28 | 0.068 |
| nor3_1 | 30 | 0.097 |
| nand3_1 | 13 | 0.042 |
| buf_2 | 76 | 0.25 |
| a21oi_1 | 256 | 0.83 |
| edfxtp_1 | 4096 | 79 |
| o41ai_1 | 64 | 0.36 |
| or3_1 | 1 | 0.0040 |
| buf_6 | 25 | 0.18 |
| buf_4 | 16 | 0.077 |
| mux4_2 | 1024 | 15 |
| nor2b_1 | 7 | 0.028 |
| inv_1 | 1 | 0.0024 |
| buf_1 | 54 | 0.13 |
| or2_2 | 2 | 0.0081 |
| clkbuf_1 | 249 | 0.60 |
| and2_1 | 3 | 0.012 |
| nor2_1 | 232 | 0.56 |
| nand4_1 | 16 | 0.065 |
| nand2b_1 | 6 | 0.024 |
Power is estimated from default activity; no workload was simulated.
